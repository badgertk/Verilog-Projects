==> design/flow/design.v <==
module Wakeup_Select(
	input [15:0] request_IN,
	output reg Issue_OUT,
	output reg [3:0] grant_index_OUT  
);
wire Issue;
wire [15:0] request;
wire [15:0] grant;
wire [3:0] grant_index;
assign request = request_IN;
assign Issue_OUT = Issue;
assign grant_index_OUT = grant_index;
	assign grant [0] = request [0];  
	assign grant [1] = !request [0] & request [1];
	assign grant [2] = !grant [1] & request [2];
	assign grant [3] = !grant [2] & request [3];
	assign grant [4] = !grant [3] & request [4];
	assign grant [5] = !grant [4] & request [5];
	assign grant [6] = !grant [5] & request [6];
	assign grant [7] = !grant [6] & request [7];  
	assign grant [8] = !grant [7] & request [8];  
	assign grant [9] = !grant [8] & request [9];
	assign grant [10] = !grant [9] & request [10];
	assign grant [11] = !grant [10] & request [11];
	assign grant [12] = !grant [11] & request [12];
	assign grant [13] = !grant [12] & request [13];
	assign grant [14] = !grant [13] & request [14];  
	assign grant [15] = !grant [14] & request [15];  
assign grant_index[3] = grant[15] | grant[14] | grant[13] | grant[12] | grant[11] | grant[10] | grant[9] |  grant[8];
assign grant_index[2] = grant[15] | grant[14] | grant[13] | grant[12] | grant[7] | grant[6] | grant[5] |  grant[4];
assign grant_index[1] = grant[15] | grant[14] | grant[11] | grant[10] | grant[7] | grant[6] | grant[3] |  grant[2];
assign grant_index[0] = grant[15] | grant[13] | grant[11] | grant[9] | grant[7] | grant[5] | grant[3] |  grant[1];
assign Issue =  grant[15] | grant[14] | grant[13] | grant[12] | grant[11] | grant[10] | grant[9] |  grant[8] | grant[7] | grant[6] | grant[5] | grant[4] | grant[3] | grant[2] | grant[1] |  grant[0];
endmodule
==> design/flow/run.sh <==
#!/bin/bash
# OpenROAD 26Q1-2900-gdf79404cd8, Yosys 0.63+post, stock flow scripts
make -C /OpenROAD-flow-scripts/flow DESIGN_CONFIG=/design/flow/config.mk WORK_HOME=/design/flow/orfs finish
==> design/flow/config.mk <==
export PLATFORM = sky130hd
export DESIGN_NAME = Wakeup_Select
export DESIGN_NICKNAME = Wakeup_Select
export VERILOG_FILES = /design/flow/design.v
export SDC_FILE = /design/flow/constraint.sdc
export NUM_CORES = 4
export LEC_CHECK = 1
export CORE_AREA = 10 10 70 70
export DIE_AREA = 0 0 80 80
==> design/flow/constraint.sdc <==
current_design Wakeup_Select

set clk_period 3.4
set clk_io_pct 0.2

create_clock -name clk0 -period $clk_period

set non_clock_inputs [all_inputs -no_clocks]
set_input_delay [expr $clk_period * $clk_io_pct] -clock clk0 $non_clock_inputs
set_output_delay [expr $clk_period * $clk_io_pct] -clock clk0 [all_outputs]
==> flow_summary.yaml <==
# physical design summary
floorplanning:
  fp.coreArea_mm2: 0.00342
  die_x_um: 80
  initial_utilization_pct: 7.40
  rows: 21
  chipArea_mm2: 0.00640
  die_h_um: 80
  io_pins: 21
pwr:
  powerDensity_mw_per_mm2: 91.8
  vdd_drop_max_v: 0.0000116
  p_leak_nw: 0.178
  p_total_w: 0.0000478
critical_path:
  cp-end-kind: "output port"
  crit_start: "request_IN[13]"
  slowest_stage: "clkdlybuf4s50_1"
  worstPathArrival_ps: 2440
  cp_max_fo: 3
  crit_required_ps: 2720
  crit_chain: "clkdlybuf4s50_1, nor3_1, nor4b_1, nand3_1, clkdlybuf4s50_1"
  crit_top_cell: "clkdlybuf4s50_1"
  criticalPathCategory: "in2out"
  cp-start-kind: "primary input"
  slowest_delay_ps: 460
  endpoint: "grant_index_OUT[2]"
detailed_routing:
  wire_per_inst_um: 10.9
  firstDrtPassIters: 4
  vias: 372
  drt_wl_total_um: 1150
  avgViaCountPerCell: 3.54
  antenna_cells: 0
  antenna_left: 0
  drtIter0Drc: 11
  remaining_drc_errors: 0
job:
  tool_warnings: 32
  cap_viol_max_count: 0
status:
  status: "completed"
cells_and_area:
  area_delta_synth_final_pct: 106
  final_area_um2: 520
  fin_cells: 105
  clock_buffers: 0
  fin_util_pct: 15.2
  layout-drive-gt1-share_pct: 10.2
  layout_top_cell: "clkdlybuf4s50_1"
  register_area_um2: 0
  final_cell_mix: "21 x clkdlybuf4s50_1, 6 x inv_1, 4 x nand2_1"
  ff_count: 0
timing:
  min_period_over_period_pct: 91.7
  worst_pin_slew_ps: 403
  period_needed_ps: 3120
  drv_slew: 0
  slew-limit-headroom_pct: 72.8
  rsz0062_at_grt: "no"
  setup_viol: 0
  fin_setup_tns_ps: 0
  hold_violations: 0
  timing.fmax_mhz: 321
grt:
  track_usage_pct: 3.35
  grt_pass1_wl_um: 1790
  grt_pass1_vias: 350
  antenna_found_initial: 0
  grt_max_degree: 6
  grt_overflow: 0
placement:
  placed_area_um2: 520
  gp_congestion: 0.864
  portBuffers: 21
  place_inst: 105
logic_synthesis:
  ys_cells: 38
  ys_types: 24
  yosys_warnings: 2
  synth_cells: 38
  synth_seq_share_pct: 0
  synth_area_per_cell_um2: 6.65
  yosysChipArea_um2: 253
  synth_area_um2: 253
clocking:
  cts_setup_buffers: 0
  postCtsHoldBufs: 0
  cts_resized: 0
hold_path:
  min_from: "request_IN[1]"
  min_path_type: "in2out"
## layout make-up
cell class	count	area (um2)
Inverter	6	22.5
Fill cell	398	2900
Tap cell	46	57.6
Timing Repair Buffer	21	210
Multi-Input combinational cell	32	230
## layer usage
metal | share of wire, % | global-route usage (%) | vias up | routed length [um]
li1 | - | - | 190 | -
met4 | 0 | 0 | 0 | 0
met1 | 44 | 4.15 | 170 | 509
met3 | 7.3 | 0.568 | 0 | 84
met5 | 0 | 0 | - | 0
met2 | 48 | 6.18 | 12 | 552
## through the flow
step           worst slack, ps  hold WS, ps
5_1_grt                    190         2490
3_3_place_gp               277         2400
2_1_floorplan             1380         1430
3_5_place_dp               286         2410
6_report                   282         2400
4_1_cts                    273         2420
## synth_stat cells (all sizes together)
master   number  area, um2
nor4          1       6.26
a31oi         3       25.0
nor2          1       3.75
a21o          1       8.76
o21ai         1       5.00
o22ai         1       6.26
nor2b         1       13.8
a21oi         1       5.00
nand2         4       15.0
nand4         1       6.26
a2111oi       1       15.0
and3          1       6.26
nand3b        1       7.51
a22o          1       8.76
o221ai        1       15.0
o211ai        1       7.51
nor4b         1       8.76
o2111ai       1       15.0
nand3         3       15.0
nand2b        3       18.8
nor3          2       10.0
inv           6       22.5
or4           1       7.51
## power breakdown
group | internal (W) | switching, W | total, W | leakage, nW
combinational | 0.0000272 | 0.0000206 | 0.0000478 | 0.178
clock | 0 | 0 | 0 | 0
sequential | 0 | 0 | 0 | 0
total | 0.0000272 | 0.0000206 | 0.0000478 | 0.178
## cells by family (layout without fill, tap and decap cells)
kind of cell / count (synthesis) / after routing / share of synthesized area (%)
compound gates: 12 / 12 / 44.1
simple gates: 20 / 20 / 47.0
buf+inv: 6 / 27 / 8.91
## critical path: cells and delay by family
family | cells | cell delay, ps
buf+inv | 2 | 890
simple gates | 3 | 870
## worst min path at each step
stage,to,slack (ps),depth (start not counted)
6_report,Issue_OUT,2400,4
5_1_grt,Issue_OUT,2490,4
4_1_cts,Issue_OUT,2420,4
Power and IR drop assume default switching activity.
