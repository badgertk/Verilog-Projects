===== ./run.sh =====
#!/bin/bash
# OpenROAD 26Q1-2900-gdf79404cd8, Yosys 0.63+post, stock flow scripts
make -C /OpenROAD-flow-scripts/flow DESIGN_CONFIG=/design/flow/config.mk WORK_HOME=/design/flow/orfs finish

===== ./config.mk =====
export PLATFORM = sky130hd
export DESIGN_NAME = RAT
export DESIGN_NICKNAME = RAT
export VERILOG_FILES = /design/flow/design.v
export SDC_FILE = /design/flow/constraint.sdc
export NUM_CORES = 4
export LEC_CHECK = 1
export CORE_UTILIZATION = 50

===== ./constraint.sdc =====
current_design RAT

set clk_period 2.4
set clk_io_pct 0.2

create_clock -name clk0 -period $clk_period [get_ports {CLK}]

set non_clock_inputs [all_inputs -no_clocks]
set_input_delay [expr $clk_period * $clk_io_pct] -clock clk0 $non_clock_inputs
set_output_delay [expr $clk_period * $clk_io_pct] -clock clk0 [all_outputs]

===== ./design.v =====
module RAT #(
    parameter NUM_ARCH_REGS = 35,
    parameter NUM_PHYS_REGS = 64
)
(	
    input CLK,
    input RESET,
    input [4:0] RegA1,
    input [4:0] RegB1,
    output [5:0] DataPointerA1,
    output [5:0] DataPointerB1,
    input [4:0] WriteReg1,
    output [5:0] WriteDataPointer1,
    input Write1,
    input [5:0] nextFree,
	input [5:0] regRecover_IN,  
	output [5:0] regRecover_OUT 
	); 
	reg [$clog2(NUM_PHYS_REGS)-1:0] regPtrs [NUM_ARCH_REGS-1:0]  ;
	reg [$clog2(NUM_PHYS_REGS)-1:0] regRecover [NUM_ARCH_REGS-1:0];  
	integer i;
	 assign DataPointerA1 = regPtrs[RegA1];
	 assign DataPointerB1 = regPtrs[RegB1];
	 assign WriteDataPointer1 = nextFree;
   always @(posedge CLK or negedge RESET) begin
	if (!RESET) begin
		for(i = 0; i <= 34; i++) begin
			regPtrs[i] <= regRecover[i];
		end
	end else begin
        if (Write1) begin
            regPtrs[WriteReg1] <= nextFree;
        end
	end
end
endmodule

==> run summary <==
Final period util -> 1.40
# H-tree levels -> 4
Internal -> 0.00718 W
Syn_area_per_cell -> 10.5 um2
DRC violation count after routing -> 0
Post-Route WL -> 66000 um
PnR Total Power -> 0.0115 W
WL met3 -> 11100 um
Final Cell Area -> 16900 um2
Synthesis Warnings -> 43
Num CTS Buffers -> 17
Vias in the first global route -> 12200
Post-synth top cells -> mux2_2 (209), dfrtp_1 (192), nand2_1 (65)
Syn Inst Count -> 1074
Clk pwr share -> 0.276
Flop2flop setup slack -> 1.23 ns
Rows -> 54
Area leader share -> 0.424
Worst clock skew -> 0 ns
Slew Limit Fails -> 0
Comb power frac -> 0.300
EDFF count, synth -> 0
Chip height -> 152 um
Setup violators final -> 12
NetSw -> 0.00434 W
Netlist cell types -> 63
Final worst slack -> -0.949 ns
Latency at later pin -> 0.44 ns
Asr flop ratio synth -> 1.00
OpenROAD warning count -> 33
Worst path most repeated cell -> buf_6
Sequential-to-total area share from yosys stat -> 0.424
Max-cap violations -> 0
Leakage power -> 7.53 nW
Top area cell types -> dfrtp_1 (42%), mux2_2 (21%), mux2i_1 (3.4%)
Root Buffer -> clkbuf_16
GPL Wtd Cong -> 1.18
Count leader, synth -> mux2_2
Syn-to-layout area delta -> 48.9%
Crit Path Class -> primary input to primary output
Reg2reg end -> regPtrs[16][1]
Commonest flop -> dfrtp_1
Yosys stat area -> 11300 um2
CP max-delay cell -> a21oi_1
CTS tree -> done
Worst-path clk slew -> 0.09 ns
Switch share -> 0.377
Max Freq -> 299 MHz
Non-Filler Instances -> 1736
Pin count of the biggest net entering global routing -> 65
Largest regs -> regPtrs x192
Met2 routed WL -> 25400 um
Fraction of layout cells with a size suffix above 1 -> 0.567
Seq pwr share -> 0.424
RSZ-0062 raised after global routing -> yes
DP Wirelength -> 45000 um
Vias -> 12600
Top reg by flops -> regPtrs
Drt first pass iters -> 8
Slew margin rel. -> 0.360
Register-to-Register Path Depth -> 2
Routed length on met1 -> 22300 um
Synth Cell Area -> 11300 um2
Worst EP arrival -> 2.87 ns
Min cycle time layout -> 3.35 ns
Worst setup SP type -> primary input
Top layer in use -> met5
Die width -> 152 um
Post-DP Area -> 14300 um2
Flops & latches, synth -> 192
Hold crit path type -> primary input to async pin
Core box area -> 22000 um2
Worst path required time -> 1.92 ns
Peak VDD IR -> 576 uV
GRT Util Overall -> 0.578
Crit-path max cell delay -> 0.76 ns
# Cells Yosys -> 1074
Failing checks -> setup timing
Status -> finished with violations
DP Cell Count -> 1621
Min Hold Slack -> 0.0215 ns
CP max FO -> 6
RR Startpoint -> regPtrs[16][1]
Max Buffers Root-to-Sink -> 2
Post-DRT Antenna Nets -> 0
Total gr overflow -> 0
Final hold vios -> 0
Die area -> 23200 um2
Num Clock Sinks -> 192
Pwr Density -> 683 nW/um2
First-pass GRT wire length -> 89700 um
Initial Utilization -> 0.514
Routed WL per cell -> 38.0 um
Cell taking the most area after synthesis -> dfrtp_1
Max FFs per register -> 192
I/O pin count -> 54
Buffers on Ports -> 41
1st-iter DRT viols -> 1691
CP cell instances -> buf_6 -> buf_6 -> buf_6 -> buf_6 -> nor2_1 -> buf_4 -> nand3_1 -> a21oi_1 -> a2111o_1 -> a2111oi_4 -> a21oi_1 -> buf_2
Initial antenna violation count -> 9
Via density per instance -> 7.26
Worst slew pin tran -> 0.950 ns
CP endpoint kind -> primary output
[cells in the final DEF (no fill, tap or decap), drive strengths merged, types with 25 or more instances in the layout]
| cell type | Yosys | layout |
|---|---|---|
| a21oi | 33 | 33 |
| nand3 | 31 | 31 |
| dfrtp | 192 | 192 |
| nor2b | 25 | 25 |
| nand2 | 65 | 65 |
| a22oi | 38 | 38 |
| nor2 | 57 | 57 |
| nor3 | 35 | 35 |
| mux2i | 38 | 38 |
| buf | 56 | 413 |
| mux2 | 209 | 209 |
[critical path: cells and delay by family]
family | cells | cell delay (ns)
AOI/OAI and AO/OA | 4 | 1.21
and+or+nand+nor | 2 | 0.42
buffers and inverters | 6 | 0.78
[metrics by stage]
step | util | TNS (ns) | setup WS (ns)
after detailed placement | 0.648 | -12.93 | -1.20
final | 0.766 | -5.30 | -0.949
after global routing | 0.765 | -5.26 | -0.976
after floorplan | - | 0 | 0.0279
after CTS | 0.747 | -3.28 | -0.379
after global placement | 0.648 | -12.90 | -1.21
[power groups by stage]
stage	registers (W)	clock network, W	logic, W
6_report	0.00488	0.00318	0.00345
5_1_grt	0.00485	0.00328	0.00354
4_1_cts	0.00471	0.00316	0.00308
[repair_timing]
item,4_1_cts,5_1_grt
hold buffers,0,0
gates resized,304,69
setup endpoints to repair,12,12
gates cloned,10,1
setup buffers,58,14
pin swaps,85,50
[kinds of logic after synthesis]
family / count (synthesis) / share of synthesized area
and+or+nand+nor: 297 / 0.135
muxes: 248 / 0.243
AOI/OAI and AO/OA: 229 / 0.151
DFF: 192 / 0.424
buffers and inverters: 107 / 0.0465
other: 1 / 0.000331
[per-layer routing]
layer	GRT usage	up-vias
li1	-	4809
met5	0.0269	-
met1	0.733	6153
met3	0.305	452
met4	0.405	14
met2	0.765	1184
[area by class of cell]
type,count,area [um2]
multi-input combinational,780,6890
fill,1364,5160
sequential,192,4820
timing repair buffer,435,4100
clock buffer,17,425
tap,280,350
clock inverter,15,225
inverter,9,37.5
antenna,8,20.0
[how the worst max path moves through the flow]
stage,start,to,slack [ns],cells after the start
final,RegA1[2],DataPointerA1[3],-0.95,12
after global routing,regPtrs[29][3],DataPointerA1[3],-0.98,8
after CTS,regPtrs[6][3],DataPointerA1[3],-0.38,6
Power is estimated from default activity; no workload was simulated.
