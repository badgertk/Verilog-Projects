File: ./run.sh
#!/bin/bash
# OpenROAD 26Q1-2900-gdf79404cd8, Yosys 0.63+post, stock flow scripts
make -C /OpenROAD-flow-scripts/flow DESIGN_CONFIG=/design/flow/config.mk WORK_HOME=/design/flow/orfs finish
File: ./config.mk
export PLATFORM = sky130hd
export DESIGN_NAME = Select_Vacancy
export DESIGN_NICKNAME = Select_Vacancy
export VERILOG_FILES = /design/flow/design.v
export SDC_FILE = /design/flow/constraint.sdc
export NUM_CORES = 4
export LEC_CHECK = 1
export CORE_AREA = 10 10 70 70
export DIE_AREA = 0 0 80 80
File: ./design.v
module Select_Vacancy(
	input [15:0] request_IN,
	output reg Dispatch_OUT,
	output reg [3:0] grant_index_OUT  
);
wire Dispatch;
wire [15:0] request;
wire [15:0] grant;
wire [3:0] grant_index;
assign request = request_IN;
assign Dispatch_OUT = Dispatch;
assign grant_index_OUT = grant_index;
	assign grant [0] = request [0];  
	assign grant [1] = !request [0] & request [1];
	assign grant [2] = !grant [1] & request [2];
	assign grant [3] = !grant [2] & request [3];
	assign grant [4] = !grant [3] & request [4];
	assign grant [5] = !grant [4] & request [5];
	assign grant [6] = !grant [5] & request [6];
	assign grant [7] = !grant [6] & request [7];  
	assign grant [8] = !grant [7] & request [8];  
	assign grant [9] = !grant [8] & request [9];
	assign grant [10] = !grant [9] & request [10];
	assign grant [11] = !grant [10] & request [11];
	assign grant [12] = !grant [11] & request [12];
	assign grant [13] = !grant [12] & request [13];
	assign grant [14] = !grant [13] & request [14];  
	assign grant [15] = !grant [14] & request [15];  
assign grant_index[3] = grant[15] | grant[14] | grant[13] | grant[12] | grant[11] | grant[10] | grant[9] |  grant[8];
assign grant_index[2] = grant[15] | grant[14] | grant[13] | grant[12] | grant[7] | grant[6] | grant[5] |  grant[4];
assign grant_index[1] = grant[15] | grant[14] | grant[11] | grant[10] | grant[7] | grant[6] | grant[3] |  grant[2];
assign grant_index[0] = grant[15] | grant[13] | grant[11] | grant[9] | grant[7] | grant[5] | grant[3] |  grant[1];
assign Dispatch =  grant[15] | grant[14] | grant[13] | grant[12] | grant[11] | grant[10] | grant[9] |  grant[8] | grant[7] | grant[6] | grant[5] | grant[4] | grant[3] | grant[2] | grant[1] |  grant[0];
endmodule
File: ./constraint.sdc
current_design Select_Vacancy

set clk_period 3.4
set clk_io_pct 0.2

create_clock -name clk0 -period $clk_period

set non_clock_inputs [all_inputs -no_clocks]
set_input_delay [expr $clk_period * $clk_io_pct] -clock clk0 $non_clock_inputs
set_output_delay [expr $clk_period * $clk_io_pct] -clock clk0 [all_outputs]
==> results_slide.txt <==
Flow Results at a Glance

Setup path
  – Endpoint class of the critical path: output port
  – Required arrival time at the worst endpoint: 2.72 ns
  – Crit-path max cell delay: ~0.46 ns
  – Timing startpoint of the critical path: request_IN[13]
  – Worst Setup Path Type: primary input to output port
  – Cell chain of the critical path: clkdlybuf4s50_1, nor3_1, nor4b_1, nand3_1, clkdlybuf4s50_1
  – Maximum fanout along the worst path: 3
  – Sort of element at the start of the critical path: primary input
  – Cell with the largest stage delay on the worst path: clkdlybuf4s50_1
  – Crit path DAT: approximately 2.4 ns
  – Most frequent CP cell: clkdlybuf4s50_1

STA
  – Finish-stage setup viols: 0
  – Time the worst path needs with I/O delays and setup: between 3 and 4 ns
  – Final Hold Vio Count: 0
  – Post-Route Setup TNS: 0 ns
  – Tcrit/Tclk final: 0.917
  – Final worst hold slack: between 2 and 2.5 ns
  – Slew @ Worst Pin: ~0.40 ns
  – Relative slew slack: 0.728
  – Count of final max-slew check failures: 0
  – Achievable frequency: 321 MHz
  – Unrepaired setup endpoints after global routing: no

Synth
  – Number of warnings printed during yosys synthesis: 2
  – YS chip area: between 200 and 300 sq um
  – Biggest area consumer among synthesized cells: inv_1
  – Area share of the largest cell type after synthesis: 0.0891
  – Netlist area before placement: 253 sq um
  – Cells in synth_stat.txt: 38
  – Leading cell types by count after synthesis: 6 x inv_1, 4 x nand2_1, 3 x nand2b_1, 3 x nand3_1
  – Distinct lib cells: 24
  – Cell count after synthesis: 38
  – Leading cell types by total area after synthesis: inv_1 8.9%, nand2b_1 7.4%, nand3_1 5.9%, a2111oi_2 5.9%, nand2_1 5.9%
  – Most instantiated library cell after synthesis: inv_1
  – Register share after synthesis: 0
  – Synthesized area per cell: around 6.7 sq um

Route
  – First-pass iteration count of the detailed router: 4
  – Detailed-route wire length per cell: 10.9 um
  – Detailed-route vias per instance: between 3 and 4
  – Number of vias after detailed routing: about 370
  – Antenna diodes: 0
  – Total Wirelength: 1.15 mm
  – Number of DRC violations after detailed routing: 0
  – Remaining number of nets flagged by the antenna check after routing: 0
  – Highest metal used: met3
  – Wire length on met2: roughly 550 um
  – Met1 WL: approximately 510 um
  – Iter 0 DRT Violations: 11
  – Total met3 wirelength after detailed routing: around 84 um

Run
  – Count of maximum capacitance violations: 0
  – Number of logged tool warnings: 32

CTS
  – Count of buffers added by post-CTS timing repair for setup: 0
  – Count of instances resized after the clock tree is built: 0
  – Post-CTS Hold Fix Bufs: 0

Global route
  – Number of antenna violations at the first check in global routing: 0
  – Global-route wire length before repair: around 1.8 mm
  – Vias in the first global route: about 350
  – Largest net degree at the start of global routing: 6
  – GRT Overall Usage: 0.0335
  – Remaining global-route overflow: 0

Power and ir drop
  – Design internal power: ~0.027 mW
  – Fraction of power spent switching nets: 0.431
  – Part of the power in registers: 0
  – P_sw: between 0.02 and 0.025 mW
  – Leakage: around 0.18 nW
  – Power share of the clock group: 0
  – Ratio of total power to cell area: around 92 nW/um^2
  – Proportion of power drawn by combinational gates: 1.000
  – Peak VDD IR: 0.0116 mV

Die
  – Number of core rows: 21
  – Core utilization before placement: 0.0740
  – Die Width: about 80 um
  – Die Y-Extent: 80 um
  – Area enclosed by the die boundary: between 6000 and 7000 sq um
  – I/O pin cnt: 21
  – Core footprint: ~3400 sq um

Placement
  – Input/output buffers: 21
  – Routability Congestion: approximately 0.86
  – Total cell area at the placement stage: about 520 sq um

Final layout
  – Ratio of cells with drive above 1 in the final layout: 0.102
  – Clock buffer count in the final layout: 0
  – Sequential Area: 0 sq um
  – Fillers: 398
  – Synthesis-to-layout area growth: 106%
  – Seq cells: 0
  – Post-route cell area: between 500 and 600 sq um

Status
  – Status: finished, final reports clean

Min path
  – Path category of the worst min-delay check: primary input to output port
  – Hold path start: request_IN[1]
  – Depth of the worst hold-timing path: 4
  – Endpoint of the worst hold-timing path: Dispatch_OUT
[layout make-up]
type,count,area (sq um),share of cell area
multi-input cells,32,230,0.442
repair buffers,21,210,0.404
well taps,46,57.6,0.111
inverters,6,22.5,0.0433
[logic make-up after synthesis]
kind of cell | Yosys count | share of synthesized area
AOI/OAI and AO/OA | 12 | 0.441
and+or+nand+nor | 20 | 0.470
buffers and inverters | 6 | 0.0891
[critical path, delay by kind of cell]
family	cells	cell delay (ns)
and+or+nand+nor	3	0.87
buffers and inverters	2	0.89
[stage by stage]
stage	total power [mW]	cells	worst slack, ns	util
after global routing	0.0518	105	0.190	0.152
after floorplan	0.0179	38	1.38	-
after detailed placement	0.0474	105	0.286	0.152
after CTS	0.0477	105	0.273	0.152
after global placement	0.0476	105	0.277	0.152
final	0.0478	105	0.282	0.152
[power by group through the flow]
stage	clock, mW	sequential, mW	combinational, mW
after global routing	0	0	0.0518
after CTS	0	0	0.0477
final	0	0	0.0478
[metal layers]
metal  vias to the layer above  global-route usage
met3                         0             0.00568
met4                         0                   0
li1                        190                   -
met2                        12              0.0618
met5                         -                   0
met1                       170              0.0415
[layout by cell type (no fill, tap or decap), drive strengths merged, types with 2 or more instances in the layout]
master         instances
a31oi                  3
clkdlybuf4s50         21
inv                    6
nand2                  4
nand2b                 3
nand3                  3
nor3                   2
[how the worst max path moves through the flow]
stage	endpoint	cells after the start	slack (ns)
finish	grant_index_OUT[2]	5	0.28
global route	grant_index_OUT[1]	6	0.19
CTS	grant_index_OUT[2]	6	0.27
Power and IR drop assume default switching activity.
