[./design.v]
module PhysReg(
	input CLK,
	input RESET,
	input [31:0] Instr_PC_IN,
	input [5:0] Phys_RegisterA_IN,
	input [5:0] Phys_RegisterB_IN,
	input [31:0] Instr_IN,  
	input [31:0] Immediate_IN,
	input [5:0] Dest_Phys_Register_IN,  
	input [31:0] RegWriteData_IN,
	input RegWrite_IN,  
	input [5:0] ALU_Control_IN,
	input MemRead_IN,
	input MemWrite_IN,
	input [4:0] ShiftAmount_IN,
	input  	Jump_IN,
	input  	JumpRegister_IN,
	input  	ALUSrc_IN,
	input [5:0] ROB_index_IN,
	input [3:0] LSQ_index_IN,
	input EXE_STALL, 
	input IssueQ_STALL,
	output reg [31:0] Instr_PC_OUT,
	output reg [5:0] Phys_RegisterA_OUT,
	output reg [31:0] OperandA_OUT,
	output reg [5:0] Phys_RegisterB_OUT,
	output reg [31:0] OperandB_OUT,
	output reg [31:0] Instr_OUT,
	output reg [5:0] Dest_Phys_Register_OUT,  
	output reg [31:0] MemWriteData1_OUT,
	output reg RegWrite_OUT,
	output reg [5:0] ALU_Control_OUT,
	output reg MemRead_OUT,
	output reg MemWrite_OUT,
	output reg [4:0] ShiftAmount_OUT,
	output reg  	Jump_OUT,
	output reg  	JumpRegister_OUT,
	output reg [5:0] ROB_index_OUT,
	output reg [3:0] LSQ_index_OUT,
	output PhysReg_STALL_OUT,  
);
wire [31:0]	OperandB;
wire [31:0] RegOperandA;
wire [31:0] RegOperandB;
assign OperandB = ALUSrc_IN?Immediate_IN: RegOperandB;
wire [31:0] RegData;
assign RegData = MemWrite_IN?RegOperandB:32'b0;
wire PhysReg_STALL;
assign PhysReg_STALL = EXE_STALL || IssueQ_STALL;
PhysRegFile	ReadPhysReg (  
		.CLK(CLK),
		.RESET(RESET),
		.RegA(Phys_RegisterA_IN),
		.RegB(Phys_RegisterB_IN),
		.RegC(0),
		.DataA(RegOperandA),
		.DataB(RegOperandB),
		.WriteReg(0), 
		.WriteData(0),
		.RegWrite(0)
    );
assign rsval1 = rsRawVal1;
assign rtval1 = rtRawVal1;
    assign MemWriteData1 = WriteRegisterRawVal1;
always@(posedge CLK or negedge RESET) begin
	if (!RESET) begin
		Instr_PC_OUT <= 0;
		Phys_RegisterA_OUT <= 0;
		OperandA_OUT <= 0;
		Phys_RegisterB_OUT <= 0;
		OperandB_OUT <= 0;
		Instr_OUT <= 0;
		Dest_Phys_Register_OUT <= 0;
		RegWrite_OUT <= 0;
		ALU_Control_OUT <= 0;
		MemRead_OUT <= 0;
		MemWrite_OUT <= 0;
		ShiftAmount_OUT <= 0;
		Jump_OUT <= 0;
		JumpRegister_OUT <= 0;
		ROB_index_OUT <= 0;
		LSQ_index_OUT <= 0;
		PhysReg_STALL_OUT <= 0;
	end else if (CLK) begin
		if (ALUSrc_IN == 1) begin  
				Phys_RegisterB_OUT <= Phys_RegisterB_IN;  
				OperandB_OUT <= OperandB;
				Dest_Phys_Register_OUT <= Phys_RegisterB_IN; 
				MemWriteData1_OUT <= RegData;
		end else begin  
				Phys_RegisterB_OUT <= Phys_RegisterB_IN;
				OperandB_OUT <= OperandB;
				Dest_Phys_Register_OUT <= Dest_Phys_Register_IN; 
				MemWriteData1_OUT <= RegData;
		end
		Instr_PC_OUT <= Instr_PC_IN;
		Phys_RegisterA_OUT <= Phys_RegisterA_IN;
		OperandA_OUT <= RegOperandA;
		Instr_OUT <= Instr_IN;
		RegWrite_OUT <= RegWrite_IN;
		ALU_Control_OUT <= ALU_Control_IN;
		MemRead_OUT <= MemRead_IN;
		MemWrite_OUT <= MemWrite_IN;
		ShiftAmount_OUT <= ShiftAmount_IN;
		Jump_OUT <= Jump_IN;
		JumpRegister_OUT <= JumpRegister_IN;
		ROB_index_OUT <= ROB_index_IN;
		LSQ_index_OUT <= LSQ_index_IN;
		PhysReg_STALL_OUT <= PhysReg_STALL;  
	end  
end
endmodule
module PhysRegFile (
		input CLK,
		input RESET,
		input [5:0] RegA,
		input [5:0] RegB,
		input [5:0] RegC,
		output [31:0] DataA,
		output [31:0] DataB,
		input [5:0] WriteReg,
		input [31:0] WriteData,
		input RegWrite
    );
	reg [31:0] Reg [0:64 - 1]  ;
	assign DataA = Reg[RegA];
	assign DataB = Reg[RegB];
	integer i;
	always@(posedge CLK or negedge RESET) begin
		if (!RESET) begin
			for (i = 0; i<=64 - 1; i++) begin
				Reg[i] <= 0;
			end
		end else begin
			if (RegWrite) begin
				Reg[WriteReg] <= WriteData;
			end
		end
	end
endmodule
module RegValue1 #(
    parameter NAME = "RV1"
    ) (
    input [4:0] ReadRegister1,
    input [31:0] RegisterData1,
    input [4:0] WriteRegister1stPri1,
    input [31:0] WriteData1stPri1,
    input        Valid1stPri1,
    output [31:0] Output1,
	 input comment
    );
    wire [4:0]  InterimRegister1;
    wire [31:0] InterimData1;
    wire        InterimValid1;
    assign InterimRegister1 = WriteRegister1stPri1;
    assign InterimData1 = WriteData1stPri1;
    assign InterimValid1 = Valid1stPri1;
    assign Output1 = ((ReadRegister1 == InterimRegister1) && InterimValid1)?InterimData1:RegisterData1;
always @(ReadRegister1 or RegisterData1 or WriteRegister1stPri1 or WriteData1stPri1 or Valid1stPri1)  begin
    if(comment) begin
        $display("RV%s:Reg[%d] was %x; BypassReg[%d]?%d=%x",NAME,ReadRegister1, RegisterData1, WriteRegister1stPri1,Valid1stPri1,WriteData1stPri1);
    end
end
endmodule
module RegValue2#(
    parameter NAME = "RV2"
    ) (
    input [4:0] ReadRegister1,
    input [31:0] RegisterData1,
    input [4:0] WriteRegister1stPri1,
    input [31:0] WriteData1stPri1,
    input        Valid1stPri1,
    input [4:0] WriteRegister2ndPri1,
    input [31:0] WriteData2ndPri1,
    input        Valid2ndPri1,
    output [31:0] Output1,
    input comment
    );
    wire [31:0] TempOut1;
	 RegValue1 #( 
	 .NAME({NAME,".2nd"})
	 )
	 RV1(
	 	.ReadRegister1(ReadRegister1),
	 	.RegisterData1(RegisterData1),
	 	.WriteRegister1stPri1(WriteRegister2ndPri1),
	 	.WriteData1stPri1(WriteData2ndPri1),
	 	.Valid1stPri1(Valid2ndPri1),
	 	.Output1(TempOut1),
	 	.comment(comment)
	 );
     RegValue1  #(
     .NAME({NAME,".1st"})
     )RV2(
        .ReadRegister1(ReadRegister1),
        .RegisterData1(TempOut1),
        .WriteRegister1stPri1(WriteRegister1stPri1),
        .WriteData1stPri1(WriteData1stPri1),
        .Valid1stPri1(Valid1stPri1),
        .Output1(Output1),
        .comment(comment)
     );
endmodule
module RegValue3 #(
    parameter NAME="RV3"
)(
    input [4:0] ReadRegister1,
    input [31:0] RegisterData1,
    input [4:0] WriteRegister1stPri1,
    input [31:0] WriteData1stPri1,
    input        Valid1stPri1,
    input [4:0] WriteRegister2ndPri1,
    input [31:0] WriteData2ndPri1,
    input        Valid2ndPri1,
    input [4:0] WriteRegister3rdPri1,
    input [31:0] WriteData3rdPri1,
    input        Valid3rdPri1,
    output [31:0] Output1,
	 input comment
    );
    wire [31:0] TempOut1;
    RegValue2 #( 
     .NAME({NAME,".2nd"})
     ) RV2(
        .ReadRegister1(ReadRegister1),
        .RegisterData1(RegisterData1),
        .WriteRegister1stPri1(WriteRegister2ndPri1),
        .WriteData1stPri1(WriteData2ndPri1),
        .Valid1stPri1(Valid2ndPri1),
        .WriteRegister2ndPri1(WriteRegister3rdPri1),
        .WriteData2ndPri1(WriteData3rdPri1),
        .Valid2ndPri1(Valid3rdPri1),
        .Output1(TempOut1),
        .comment(comment)
    );
    RegValue1 #( 
     .NAME({NAME,".1st"})
     ) RV1(
    	.ReadRegister1(ReadRegister1),
    	.RegisterData1(TempOut1),
    	.WriteRegister1stPri1(WriteRegister1stPri1),
    	.WriteData1stPri1(WriteData1stPri1),
    	.Valid1stPri1(Valid1stPri1),
    	.Output1(Output1),
    	.comment(comment)
    );
endmodule
[./constraint.sdc]
current_design PhysReg

set clk_period 1.0
set clk_io_pct 0.2

create_clock -name clk0 -period $clk_period [get_ports {CLK}]

set non_clock_inputs [all_inputs -no_clocks]
set_input_delay [expr $clk_period * $clk_io_pct] -clock clk0 $non_clock_inputs
set_output_delay [expr $clk_period * $clk_io_pct] -clock clk0 [all_outputs]
[./run.sh]
#!/bin/bash
# OpenROAD 26Q1-2900-gdf79404cd8, Yosys 0.63+post, stock flow scripts
make -C /OpenROAD-flow-scripts/flow DESIGN_CONFIG=/design/flow/config.mk WORK_HOME=/design/flow/orfs finish
[./config.mk]
export PLATFORM = sky130hd
export DESIGN_NAME = PhysReg
export DESIGN_NICKNAME = PhysReg
export VERILOG_FILES = /design/flow/design.v
export SDC_FILE = /design/flow/constraint.sdc
export NUM_CORES = 4
export LEC_CHECK = 1
export CORE_AREA = 10 10 205 205
export DIE_AREA = 0 0 215 215
==> reports/summary.log <==
qor: status.status complete, but fails checks
qor: status.violations setup timing
qor: routing.vias_per_cell 2.66
qor: clocking.clock_tree.buffer_depth 2
qor: timing.period_minus_slack 1.24 ns
qor: floorplanning.die_width 215 um
qor: yosys.distinct_lib_cells_used 8
qor: job.cap_violations 0
qor: global_routing.grt_antenna_before_repair 1
qor: routing.finalWirelength 16,500 um
qor: placed_design.hpwl 13,300 um
qor: timing.crit_share_post_route 124%
qor: layout.relative_area_change_from_synthesis_to_final_layout 74.5%
qor: floorplanning.floorplan.die_area 0.0462 sq mm
qor: yosys.yosysCellCount 249
qor: timing.final-hold-violation-count 0
qor: routing.diodes 0
qor: routing.detail_route.iter0.violations 99
qor: worst_setup_path.path_delay_family flip-flops
qor: yosys.edff_count_synth 0
qor: worst_setup_path.critPathLaunchType register
qor: worst_setup_path.timing.critical_path.fanout_max 1
qor: yosys.synthFlopType sky130_fd_sc_hd__dfrtp_1
qor: yosys.top_logic_cell_family_in_the_synthesized_netlist buffers and inverters
qor: worst_setup_path.setup.worst_path.start OperandB_OUT[19]$_DFF_PN0_
qor: global_routing.overflow 0
qor: clocking.numCtsBuffers 17
qor: worst_setup_path.cp.buffers_inverters 1
qor: yosys.synth-async-reset-ratio 100%
qor: worst_setup_path.critical_path_arrival 1.04 ns
qor: hold_path.hold_start ALUSrc_IN
qor: worst_setup_path.timing.critical_path.cells buf_2
qor: power.ir_worst_vdd 0.00107 V
qor: floorplanning.floorplan.core_area 0.0376 sq mm
qor: placed_design.place.detailed.instances 1,052
qor: timing.layout_setup_ws -0.239 ns
qor: worst_setup_path.critical_path_required 0.80 ns
qor: layout.multi_input_comb_area 537 sq um
qor: yosys.top_cell sky130_fd_sc_hd__dfrtp_1
qor: worst_setup_path.cpMaxStageDelayCell sky130_fd_sc_hd__dfrtp_1
qor: yosys.mappedNetlistArea 0.00435 sq mm
qor: power.power_density 1810 mW/mm^2
qor: yosys.ys_seq_elements 141
qor: power.power_leakage 3.54 nW
qor: layout.fillers 4,084
qor: layout.post_route_cells_drive_above_1_share 33.8%
qor: routing.first_pass_iters 4
qor: floorplanning.count_of_boundary_i_o_pins 382
qor: layout.seq_area 0.00353 sq mm
qor: global_routing.first_global_vias 3,332
qor: clocking.htree_num_levels 4
qor: yosys.post-synth-top-area-cell sky130_fd_sc_hd__dfrtp_1
qor: yosys.yosys.area_share.simple 4.75%
qor: global_routing.global_route.usage.total 6.95%
qor: yosys.yosys.area_share.adder 0%
qor: job.tool_warnings 59
qor: clocking.clock_tree_from_tritoncts built
qor: yosys.synth_xor_xnor_area_share 0%
qor: placed_design.routabilityCongestion 0.766
qor: yosys.post_synth_main_area_contributors sky130_fd_sc_hd__dfrtp_1, sky130_fd_sc_hd__buf_4, sky130_fd_sc_hd__and2_1
qor: floorplanning.num_rows 71
qor: floorplanning.fp_util 11.6%
qor: worst_setup_path.critical_path.endpoint_type output port
qor: placed_design.detailedPlace.worstSlack -0.125 ns
qor: clocking.post_cts_repair_setup_buffers 0
qor: yosys.top_area_share 81.2%
qor: global_routing.grt_max_degree 40
qor: clocking.cts-root-buf sky130_fd_sc_hd__clkbuf_16
qor: yosys.synth-seq-area-share 81.2%
qor: worst_setup_path.critical-path-max-stage-delay 0.45 ns
qor: routing.post-route-drc-count 0
qor: worst_setup_path.critical_path_class register to output port
qor: layout.instances_no_fill 1,085
qor: yosys.muxShareOfSynthArea 2.07%
qor: global_routing.wire_length_of_the_first_global_routing_pass 23,600 um
qor: clocking.path_clk_slew 0.07 ns
qor: timing.setup-violations-final 141
qor: timing.slew_viol_final 0
qor: routing.drt-wirelength-per-cell 15.2 um
qor: routing.drtAntennaViolNets 0
qor: yosys.post_synth_inst_count 249
qor: timing.maxClockFrequency 0.807 GHz
qor: yosys.syn_avg_cell_area 17.5 sq um
qor: yosys.netlist_top_cells_count sky130_fd_sc_hd__dfrtp_1, sky130_fd_sc_hd__buf_4, sky130_fd_sc_hd__and2_1, sky130_fd_sc_hd__mux2_4, sky130_fd_sc_hd__buf_6
qor: timing.unrepaired_setup_endpoints_after_global_routing true
qor: floorplanning.dieHeight 215 um
qor: placed_design.placement.io_buffers 285
qor: yosys.area_share_of_and_or_or_and_cells_after_synthesis 0%
qor: clocking.cts_num_sinks 141
qor: yosys.synth-warning-count 14
qor: yosys.yosys.stat.chipArea 0.00435 sq mm
qor: routing.number_of_vias_in_the_routed_layout 2,884
qor: hold_path.min_path_type input pin to register
## metrics by stage
step / utilization [%] / instance area [sq um] / hold WS [ns] / power [W] / TNS, ns
floorplan: - / 4580 / -0.0956 / 0.00638 / 0
global placement: 20.4 / 7680 / 0.112 / 0.00767 / -1.17
detailed placement: 20.4 / 7680 / 0.104 / 0.00768 / -1.22
CTS: 20.2 / 7580 / 0.145 / 0.0141 / -21.24
global route: 20.2 / 7590 / 0.145 / 0.0144 / -23.40
finish: 20.2 / 7590 / 0.164 / 0.0137 / -14.93
## metal layers
layer	GRT usage, %	up-vias	share of wire, %
met5	0	-	0.067
met4	1.08	2	1.1
met3	3.73	13	11
met2	11.0	202	47
met1	8.44	1404	40
li1	-	1263	-
## what timing repair did
action | CTS | global route
pin swaps | 0 | 0
endpoints found under the setup margin | 141 | 141
hold endpoints to repair | 141 | 0
hold buffers | 1 | 0
resized | 464 | 3
## placed cells by master (no fill, tap or decap), drive strengths merged
cell	netlist	final
clkdlybuf4s50	0	142
bufinv	0	1
clkinv	0	2
conb	1	64
clkbuf	0	17
and2	32	32
mux2	6	6
or2	1	1
buf	68	155
dlygate4sd3	0	1
dfrtp	141	141
inv	0	12
## sequential cells by signal (all words and copies together), names as in the netlist
register / flops
Dest_Phys_Register_OUT: 6
ALU_Control_OUT: 6
MemWrite_OUT: 1
Jump_OUT: 1
Instr_OUT: 32
ROB_index_OUT: 6
Phys_RegisterA_OUT: 6
LSQ_index_OUT: 4
MemRead_OUT: 1
OperandB_OUT: 32
ShiftAmount_OUT: 5
JumpRegister_OUT: 1
PhysReg_STALL_OUT: 1
Instr_PC_OUT: 32
Phys_RegisterB_OUT: 6
RegWrite_OUT: 1
## area by class of cell
class	instances	area share (%)
multi-input cells	103	7.07
clock buffers	17	5.61
clock inverters	15	2.18
well taps	511	8.43
repair buffers	298	30.2
flip-flops and latches	141	46.5
## cell families (layout without fill, tap and decap cells)
| group | count (synthesis) | count (layout) |
|---|---|---|
| flip-flops | 141 | 141 |
| buffers and inverters | 68 | 330 |
| AND/OR/NAND/NOR | 33 | 33 |
| multiplexers | 6 | 6 |
| other | 1 | 64 |
## final timing paths
check                                                      end  slack, ns  cells past startpoint
setup / recovery                              OperandB_OUT[19]      -0.24                      1
hold / removal             Dest_Phys_Register_OUT[4]$_DFF_PN0_       0.16                      2
max in group asynchronous           Instr_PC_OUT[28]$_DFF_PN0_       0.26                      3
min in group asynchronous              Instr_OUT[31]$_DFF_PN0_       0.20                      2
## report_power, final
| part | internal (W) | total (W) | switching (W) |
|---|---|---|---|
| logic | 0.000787 | 0.00116 | 0.000370 |
| registers | 0.00599 | 0.00606 | 0.0000721 |
| clock network | 0.00357 | 0.00649 | 0.00292 |
| total | 0.0104 | 0.0137 | 0.00336 |
No activity file was given, so power comes from the tool's default toggle rates.
