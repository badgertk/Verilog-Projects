==> flow/design.v <==
module BusyBits (	
    input CLK,
    input RESET,
    input [5:0] regBusy,
    input [5:0] regReady,
    input [5:0] readyCheck1,
	input [5:0] readyCheck2,
    output isReady1,
	output isReady2
		); 
	reg busyBits [63:0];
	assign busyBits[regBusy] = 0;
	assign busyBits[regReady] = 1;
   always @(posedge CLK or negedge RESET) begin
	if (!RESET) begin
		busyBits[0] <= 1;
		busyBits[1] <= 1;
		busyBits[2] <= 1;
		busyBits[3] <= 1;
		busyBits[4] <= 1;
		busyBits[5] <= 1;
		busyBits[6] <= 1;
		busyBits[7] <= 1;
		busyBits[8] <= 1;
		busyBits[9] <= 1;
		busyBits[10] <= 1;
		busyBits[11] <= 1;
		busyBits[12] <= 1;
		busyBits[13] <= 1;
		busyBits[14] <= 1;
		busyBits[15] <= 1;
		busyBits[16] <= 1;
		busyBits[17] <= 1;
		busyBits[18] <= 1;
		busyBits[19] <= 1;
		busyBits[20] <= 1;
		busyBits[21] <= 1;
		busyBits[22] <= 1;
		busyBits[23] <= 1;
		busyBits[24] <= 1;
		busyBits[25] <= 1;
		busyBits[26] <= 1;
		busyBits[27] <= 1;
		busyBits[28] <= 1;
		busyBits[29] <= 1;
		busyBits[30] <= 1;
		busyBits[31] <= 1;
		busyBits[32] <= 1;
		busyBits[33] <= 1;
		busyBits[34] <= 1;
		busyBits[35] <= 1;
		busyBits[36] <= 1;
		busyBits[37] <= 1;
		busyBits[38] <= 1;
		busyBits[39] <= 1;
		busyBits[40] <= 1;
		busyBits[41] <= 1;
		busyBits[42] <= 1;
		busyBits[43] <= 1;
		busyBits[44] <= 1;
		busyBits[45] <= 1;
		busyBits[46] <= 1;
		busyBits[47] <= 1;
		busyBits[48] <= 1;
		busyBits[49] <= 1;
		busyBits[50] <= 1;
		busyBits[51] <= 1;
		busyBits[52] <= 1;
		busyBits[53] <= 1;
		busyBits[54] <= 1;
		busyBits[55] <= 1;
		busyBits[56] <= 1;
		busyBits[57] <= 1;
		busyBits[58] <= 1;
		busyBits[59] <= 1;
		busyBits[60] <= 1;
		busyBits[61] <= 1;
		busyBits[62] <= 1;
		busyBits[63] <= 1;
	end else if(CLK) begin
        isReady1 <= busyBits[readyCheck1];
		isReady2 <= busyBits[readyCheck2];
	end
end
endmodule
==> flow/run.sh <==
#!/bin/bash
# OpenROAD 26Q1-2900-gdf79404cd8, Yosys 0.63+post, stock flow scripts
make -C /OpenROAD-flow-scripts/flow DESIGN_CONFIG=/design/flow/config.mk WORK_HOME=/design/flow/orfs finish
==> flow/config.mk <==
export PLATFORM = sky130hd
export DESIGN_NAME = BusyBits
export DESIGN_NICKNAME = BusyBits
export VERILOG_FILES = /design/flow/design.v
export SDC_FILE = /design/flow/constraint.sdc
export NUM_CORES = 4
export LEC_CHECK = 1
export CORE_AREA = 10 10 70 70
export DIE_AREA = 0 0 80 80
==> flow/constraint.sdc <==
current_design BusyBits

set clk_period 1.8
set clk_io_pct 0.2

create_clock -name clk0 -period $clk_period [get_ports {CLK}]

set non_clock_inputs [all_inputs -no_clocks]
set_input_delay [expr $clk_period * $clk_io_pct] -clock clk0 $non_clock_inputs
set_output_delay [expr $clk_period * $clk_io_pct] -clock clk0 [all_outputs]
==> flow_summary.yaml <==
# implementation run metrics
run_status:
  status: "completed"
sta:
  finalWorstPathRequiredPeriod_ns: 1.757
  timing.final.ws_setup_ns: 0.04312
  rsz0062_at_grt: "no"
  period_used_pct: 97.60
  holdWs_ns: 0.7533
  tightest_slew_ns: 0.2342
  slew_viol_final: 0
  finalHoldViolCount: 0
  setup_viol: 0
  max-slew-margin-rel_pct: 84.24
  finalSetupTns_ns: 0
  fmax_mhz: 569.2
floorplanning:
  die_w_um: 80
  core_region_area_um2: 3416
  io_pins: 28
  rows: 21
  die_area_um2: 6400
  die_y_um: 80
  fp-utilization_pct: 9.560
synthesis:
  synth_area_per_cell_um2: 7.422
  ys_top_cells_by_count: "a21oi_1, nand2_1, nor2_1, nor2b_1"
  area_leaders: "edfxtp_1, a21oi_1, nor2b_1"
  topCombFamilyByArea: "AND-OR/OR-AND gates"
  synthArstFlopShare_pct: 0
  synth.distinct_cells: 29
  simple_gate_area_share_pct: 32.18
  synth_top_cell_by_count: "a21oi_1"
  syn-cell-area_um2: 326.6
  yosys.area.top_type: "edfxtp_1"
  ys_sh_xor_pct: 2.682
  synthAoiAreaFrac_pct: 35.25
  synth-seq-cells: 2
  synth_seq_share_pct: 18.39
  postSynthCellCount: 44
  yosys.area.top_type_share_pct: 18.39
  ys.flop_type: "edfxtp_1"
  ys_chip_area_um2: 326.6
  edf_count: 2
  yosys_cells: 44
  ys_sh_mux_pct: 3.065
  ys_warn_count: 70
  yosys.area_share.adder_pct: 3.448
global_route:
  grt-busiest-layer: "met2"
  grt_util_met2_pct: 6.501
  grt_pass1_vias: 448
  met1_usage_pct: 3.063
  grt_start_max_net_pins: 11
  grtUsageTotal_pct: 3.267
  grt-ovfl-total: 0
  antenna_found_initial: 0
  grt_use_met3_pct: 1.023
  grt_pass1_wl_um: 1794
setup_path:
  crit_required_ns: 1.77
  worstSetupPathType: "in -> reg"
  cp.arrival_ns: 1.73
  cp-end-kind: "flop"
  cp-start-kind: "primary input"
  path_max_fanout: 6
clock_tree:
  cts_buffer_depth: 2
  clockRootBuffer: "clkbuf_4"
  cts.sinks: 2
  htreeDepth: 1
  cts_buffers: 3
  postCtsHoldBufs: 0
  cts_tree: "done"
  clk_pin_slew_ns: 0.03
power:
  pwr-share-seq_pct: 21.6
  p_leak_nw: 0.2320
  p_total_w: 0.0002733
  powerDensity_nw_per_um2: 432.6
  ir_drop_mv: 0.06679
  power.internal_w: 0.0002037
  comb_power_share_pct: 41.7
  swShare_pct: 25.49
  clockPowerShare_pct: 36.7
  power_switching_w: 0.00006968
place:
  portBuffers: 15
  post-place-ws_ns: -0.1801
  place_hpwl_um: 884.9
  gp_congestion: 0.6988
route:
  route.detailed.drc: 0
  antennaDiodeCount: 0
  wl_um: 1054
  drt_iter0_markers: 49
  route.vias.total: 426
  first_pass_iters: 4
  detail_route.vias_per_cell: 3.641
  ant_nets: 0
  wl_per_cell_um: 9.009
cells_and_area:
  area_delta_synth_final_pct: 93.49
  fillers: 380
  final_util_pct: 18.50
  drive_above_1_share_pct: 25.35
flow_run:
  warnings: 37
  maxCapViolCount: 0
min_path:
  hp-class: "in -> reg"
layout by cell type, fill, tap and decap left out, types with 3 or more instances in the layout:
cell type,count
clkdlybuf4s50_1,15
buf_4,10
a21oi_1,5
nand2_1,4
nor2b_1,3
nor2_1,3
clkbuf_4,3
worst max-delay path, stage by stage:
cell and delay [ns]:
clkdlybuf4s50_1 0.49, or3b_2 0.49, a21oi_1 0.17, o31ai_1 0.09, o221a_2 0.13
registers in the layout, indices dropped and copies added (netlist names):
register / cells
isReady1: 1
isReady2: 1
per-stage QoR:
stage	instance area (um2)	cells
final	631.9	117
after detailed placement	604.3	114
after global routing	631.9	117
after CTS	626.9	117
after floorplan	326.6	44
after global placement	604.3	114
routing by layer:
metal | wire (um) | part of all wire (%)
met1 | 387 | 37
met3 | 66 | 6.3
met5 | 0 | 0
met4 | 0 | 0
met2 | 600 | 57
power by group through the flow:
stage	Clock, W	Combinational (W)	Sequential (W)
after CTS	0.000108	0.000114	0.0000592
after global routing	0.000115	0.000126	0.0000596
final	0.000100	0.000114	0.0000592
what timing repair did:
action / in CTS / in global routing
gates resized: 0 / 1
buffers inserted: 0 / 0
endpoints found under the setup margin: 0 / 1
worst paths after layout:
check / from / cells past startpoint / end / slack (ns)
max: readyCheck1[1] / 5 / isReady1 / 0.04
min: RESET / 1 / isReady1 / 0.75
final cells by class:
type                    count  area [um2]  share of cell area, %
multi-input cells          38       255.2                  40.40
repair buffers             25       225.2                  35.64
flip-flops and latches      2       60.06                  9.505
well taps                  46       57.56                  9.109
clock buffers               3       22.52                  3.564
inverters                   3       11.26                  1.782
cell families after synthesis:
family | after synthesis
xor gates and xnor gates | 1
DFF | 2
and+or+nand+nor | 19
buffers and inverters | 4
adders and majority gates | 1
muxes | 1
AOI/OAI and AO/OA | 16
Power and IR drop assume default switching activity.
